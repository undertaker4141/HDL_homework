File: design.v
module stack(clk, data_in, cmd, data_out, full, empty, error);
    input clk;
    input [7:0] data_in;   
    input [1:0] cmd;      
    output [7:0] data_out;    
    output full;    
    output empty;   
    output error;  
    reg [7:0] data_out;
    reg full;
    reg empty;
    reg error;
    reg  [7:0] RAM [0:7];  
    reg  [2:0] sp;    
    wire [7:0] dout;   
    parameter NOP = 2'b0;
    parameter CLR = 2'b1;
    parameter PUSH = 2'b10;
    parameter POP = 2'b11;
    integer i;
    reg [2:0] next_sp;
    reg next_full;
    reg next_empty;
    reg next_error;
    reg [1:0] next_cmd;
    always@(negedge clk)begin
        sp <= next_sp;
        full <= next_full;
        empty <= next_empty;
        error <= next_error;
    end
    always@(posedge clk)begin
        case(cmd)
            NOP : begin
                next_error <= 0;
            end
            CLR : begin
                next_sp <= 3'b0;
                next_empty <= 1;
                next_full <= 0;
                next_error <= 0;
                for(i = 0; i < 8; i = i + 1)begin
                    RAM[i] <= 8'b0;
                end
            end
            PUSH : begin
                if(full)next_error <= 1;
                else if(sp == 3'b111)begin
                    next_sp <= 3'b0;
                    next_full <= 1;
                    RAM[sp] <= data_in;
                    next_error = 0;
                end
                else begin
                    next_sp <= sp + 3'b1;
                    next_empty = 0;
                    RAM[sp] <= data_in;
                    next_error = 0;
                end
            end
            POP : begin
                if(empty)next_error <= 1;
                else if(full)begin
                    next_sp <= 3'b111;
                    next_full <= 0;
                    next_error = 0;
                end
                else if(sp <= 3'b1)begin
                    next_sp <= 3'b0;
                    next_empty <= 1;
                    next_error <= 0;
                end
                else begin
                    next_sp <= sp - 3'b1;
                    next_error = 0;
                end
            end
        endcase
        next_cmd <= cmd;
        data_out <= (next_cmd == POP && !error)? dout : 8'hxx;
    end
    assign dout = RAM[sp];
endmodule
File: run.sh
#!/bin/bash
# OpenROAD 26Q1-2900-gdf79404cd8, Yosys 0.63+post, stock flow scripts
make -C /OpenROAD-flow-scripts/flow DESIGN_CONFIG=/design/flow/config.mk WORK_HOME=/design/flow/orfs finish
File: config.mk
export PLATFORM = sky130hd
export DESIGN_NAME = stack
export DESIGN_NICKNAME = stack
export VERILOG_FILES = /design/flow/design.v
export SDC_FILE = /design/flow/constraint.sdc
export NUM_CORES = 4
export LEC_CHECK = 1
export CORE_UTILIZATION = 30
File: constraint.sdc
current_design stack

set clk_period 6.5
set clk_io_pct 0.2

create_clock -name clk0 -period $clk_period [get_ports {clk}]

set non_clock_inputs [all_inputs -no_clocks]
set_input_delay [expr $clk_period * $clk_io_pct] -clock clk0 $non_clock_inputs
set_output_delay [expr $clk_period * $clk_io_pct] -clock clk0 [all_outputs]
==> results_dict.tcl <==
# metrics dict for downstream scripts
set metrics [dict create \
    reg2regPathDepth 3 \
    synth_cell_type_count 46 \
    die-area_mm2 0.0130 \
    pre_cts_ws_ns 0.868 \
    worst_r2r_endpoint "RAM[5][5]" \
    antenna_found_initial 0 \
    cp_max_fo 9 \
    clk_path_buf_depth 2 \
    final_cell_mix "edfxtp_1, and3_1, clkdlybuf4s50_1" \
    finClkSkew_ns 0.0610 \
    dr.first_iter.drc_count 159 \
    cts_tree "yes" \
    synth-edff-count 69 \
    clkSinkCount 84 \
    crit_required_ns 5.20 \
    die_h_um 114 \
    min_to "data_out[2]" \
    dpl.hpwl_um 5270 \
    synth_cells 278 \
    gr-usage-met3 0.0612 \
    ys_area_mm2 0.00377 \
    instances_no_fill 484 \
    clk-insertion-delay-late_ns 0.39 \
    pin_count 22 \
    grt_pass1_wl_um 12700 \
    r2r_setup_slack_ns 1.16 \
    grt_use_total 0.138 \
    slowest_delay_ns 0.55 \
    antennaDiodeCount 0 \
    numSynthFlops 84 \
    finalSetupViolations 0 \
    port_buffers 21 \
    drv_slew 0 \
    grt_setup_unrepaired "false" \
    worstMarginPinSlew_ns 0.657 \
    wl_per_cell_um 16.7 \
    grt_pass1_vias 2317 \
    num_vias 2330 \
    grt-busiest-layer "met2" \
    post-cts-setup-buffers 0 \
    grt_overflow 0 \
    worstHoldStart "RAM[3][2]" \
    ys_seq_share 0.630 \
    rows 40 \
    setup_ws_ns 0.467 \
    grt_use_met1 0.200 \
    r2r_start "sp[2]" \
    fin_util 0.371 \
    worstPathCellList "clkdlybuf4s50_1" \
    tns_ns 0 \
    postSynthAreaPerCell_um2 13.5 \
    warnings 33 \
    yosys_cells 278 \
    core-area_mm2 0.0121 \
    cts-buffers-inserted 9 \
    htree_levels 3 \
    p_comb_frac 0.125 \
    via_per_inst 4.81 \
    die_x_um 114 \
    hp-class "register to register" \
    firstDrtPassIters 4 \
    hold_violations 0 \
    cellPowerDensity_mw_per_mm2 288 \
    flop_cell "edfxtp_1" \
    initCoreUtil 0.311 \
    gp_congestion 0.894 \
    power.leakage_nw 1.79 \
    p_seq_frac 0.493 \
    grt_max_degree 26 \
    endpoint_kind "output port" \
    cp_slowest_cell "dfxtp_1" \
    async_flop_share 0 \
    drtAntennaViolNets 0 \
    clkTransAtPathRegs_ns 0.06 \
    ys_warn_count 1 \
    synth_area_mm2 0.00377 \
    globalRouteMet2Util 0.203 \
    slew_headroom 0.561 \
    arrival_ns 4.73 \
    switchingPower_mw 0.321 \
    post_cts_resized 0 \
    wirelength_um 8100 \
    setup.worst_path.start "full" \
    swShare 0.249 \
    min_path_cells 2 \
    cts_hold_buf 0 \
    status "finished, final reports clean" \
    clkPwrFrac 0.382 \
    cp_num_buf_inv 1 \
    critPathLaunchType "register" \
    final_common_cell "edfxtp_1" \
    areaGrowthSynthToFinish_pct 19.3 \
    peakVddDrop_mv 0.109 \
    drc_errors 0 \
    cpLargestDelayFamily "flip-flops" \
    cts_root_buffer "clkbuf_16" \
    cap_violations 0 \
    numPlacedInstances 463 \
    crit_type "register to output port" \
    drive_gt1_frac 0.184 \
    internal-power_mw 0.972 \
]
## how the worst max path moves through the flow
stage | endpoint | slack [ns] | depth (start not counted)
finish | full | 0.47 | 1
global route | full | 0.40 | 1
CTS | full | 0.45 | 1
## per-layer routing
| metal | wire length, um | vias up |
|---|---|---|
| li1 | - | 1116 |
| met4 | 199 | 0 |
| met1 | 3620 | 1118 |
| met2 | 3540 | 81 |
| met3 | 737 | 15 |
| met5 | 0 | - |
## stage by stage
stage	total power, mW	instance area [um2]	hold WS (ns)
after floorplan	0.744	3770	0.466
after CTS	1.30	4490	0.578
after global routing	1.35	4490	0.614
after global placement	0.817	4190	0.559
final	1.29	4490	0.575
after detailed placement	0.818	4190	0.564
## cells by family (layout without fill, tap and decap cells)
group,after synthesis,after routing,share of synthesized area
XOR/XNOR,1,1,0.00233
adder cells (fa/ha/maj),4,4,0.0133
multiplexers,20,20,0.0694
AND-OR/OR-AND,39,39,0.0771
AND/OR/NAND/NOR,106,106,0.173
flip-flops,84,84,0.630
buffers and inverters,24,62,0.0345
## Yosys cell counts (4+ instances only)
| master | n | area share |
|---|---|---|
| and2_1 | 17 | 0.028 |
| and3_1 | 48 | 0.080 |
| clkbuf_1 | 8 | 0.0080 |
| a22oi_1 | 6 | 0.012 |
| mux2i_1 | 7 | 0.019 |
| mux2_2 | 9 | 0.027 |
| dfxtp_1 | 15 | 0.080 |
| mux4_2 | 4 | 0.024 |
| edfxtp_1 | 69 | 0.55 |
| nand2_1 | 13 | 0.013 |
| inv_1 | 4 | 0.0040 |
| nor2b_1 | 5 | 0.0083 |
| nor2_1 | 10 | 0.010 |
| ha_1 | 4 | 0.013 |
| o21ai_0 | 7 | 0.0093 |
## cell type report
cell class / instances / area [um2]
Timing Repair Buffer: 36 / 323
Clock inverter: 12 / 68.8
Fill cell: 1170 / 7620
Tap cell: 168 / 210
Clock buffer: 10 / 239
Multi-Input combinational cell: 170 / 1260
Sequential cell: 84 / 2370
Inverter: 4 / 15.0
## power groups by stage
stage	logic, mW	registers (mW)	clock network (mW)
after CTS	0.163	0.638	0.499
after global routing	0.178	0.641	0.527
final	0.162	0.637	0.494
## sequential cells by signal (all words and copies together) (netlist names)
signal	cells
RAM	64
data_out	8
empty	1
error	1
full	1
next_empty	1
next_error	1
next_full	1
next_sp	3
sp	3
Power figures rest on the tool's default switching activity, not on a simulated workload.
