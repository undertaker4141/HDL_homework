[flow/design.v]
module comparator_16b(data_a, data_b, a_gt_b, a_eq_b, a_lt_b);  
input [15:0] data_a; 
input [15:0] data_b;
output a_gt_b;  
output a_eq_b;  
output a_lt_b;  
wire[3:0] gt;
wire[3:0] lt;
wire[3:0] eq;
comparator_4b c1(.data_a(data_a[3:0]),.data_b(data_b[3:0]),.gt(gt[0]),.eq(eq[0]),.lt(lt[0])); 
comparator_4b c2(.data_a(data_a[7:4]),.data_b(data_b[7:4]),.gt(gt[1]),.eq(eq[1]),.lt(lt[1]));
comparator_4b c3(.data_a(data_a[11:8]),.data_b(data_b[11:8]),.gt(gt[2]),.eq(eq[2]),.lt(lt[2]));
comparator_4b c4(.data_a(data_a[15:12]),.data_b(data_b[15:12]),.gt(gt[3]),.eq(eq[3]),.lt(lt[3]));
comparator_4b c5(.data_a(gt[3:0]),.data_b(lt[3:0]),.gt(a_gt_b),.eq(a_eq_b),.lt(a_lt_b));
endmodule
module comparator_4b(data_a, data_b, gt, eq, lt);   
input [3:0] data_a;  
input [3:0] data_b;
output gt;  
output eq;  
output lt;  
assign gt = (data_a > data_b);
assign eq = (data_a == data_b);
assign lt = (data_a < data_b);
endmodule
[flow/run.sh]
#!/bin/bash
# OpenROAD 26Q1-2900-gdf79404cd8, Yosys 0.63+post, stock flow scripts
make -C /OpenROAD-flow-scripts/flow DESIGN_CONFIG=/design/flow/config.mk WORK_HOME=/design/flow/orfs finish
[flow/config.mk]
export PLATFORM = sky130hd
export DESIGN_NAME = comparator_16b
export DESIGN_NICKNAME = comparator_16b
export VERILOG_FILES = /design/flow/design.v
export SDC_FILE = /design/flow/constraint.sdc
export NUM_CORES = 4
export LEC_CHECK = 1
export CORE_AREA = 10 10 70 70
export DIE_AREA = 0 0 80 80
[flow/constraint.sdc]
current_design comparator_16b

set clk_period 2.0
set clk_io_pct 0.2

create_clock -name clk0 -period $clk_period

set non_clock_inputs [all_inputs -no_clocks]
set_input_delay [expr $clk_period * $clk_io_pct] -clock clk0 $non_clock_inputs
set_output_delay [expr $clk_period * $clk_io_pct] -clock clk0 [all_outputs]
==> flow_summary.ini <==
; implementation run metrics
[final_timing]
final.setup.worst_slack_ns = -0.1268
hold_violations = 0
fmax_mhz = 470.2
final.min_clock_period_ns = 2.127
tns_ns = -0.1954
setup_viol = 3
rsz0062_at_grt = true
tightestPinTransition_ns = 0.2780
relSlewSlack = 0.8134
slew_viol_final = 0
min_period_over_period = 1.063

[synthesis]
synth.area.top_cells = ha_1 45%, inv_1 15%, a21oi_1 7.9%
yosys_area_sq_um = 445.4
ys_types = 16
yosysCellCount = 61
syn_inst = 61
ys_seq_share = 0
ys.warnings.count = 0
top_area_cell = ha_1
synth_area_sq_um = 445.4
syn_area_per_cell_sq_um = 7.302
top_area_frac = 0.4494

[layout]
syn_to_final_growth_pct = 119.9
drive_gt1_frac = 0.7030
ff_latch_area_sq_um = 0
design_area_sq_um = 979.7
mostFrequentLayoutCell = buf_2
clockBufferCount = 0
stdcell_count = 147
final_cell_mix = 21 x buf_2, 12 x ha_4, 11 x inv_2
fin_util = 0.2868
flops = 0

[worst_setup_path]
cp-start-kind = input pin
crit_path_max_fanout = 2
critPathArrivalTime_ns = 1.73
required_ns = 1.60
crit_path_end_kind = output pin
worst-setup-path-type = in2out

[place]
gp_congestion = 0.7261
hpwl_um = 1303
placed_area_sq_um = 853.3
dp_cells = 142
portBuffers = 35

[run_status]
status = complete, but fails checks
violations = negative setup slack

[floorplan]
core_region_area_sq_um = 3416
rows = 21
initCoreUtil = 0.1304
die_h_um = 80
chipArea_sq_um = 6400
num_io_pins = 35
die_w_um = 80

[routing]
viasPerCell = 3.932
firstDrtPassIters = 4
avgRoutedWirePerCell_um = 11.31
drt_iter0_drc = 5
drc = 0
drt_wl_total_um = 1663
diodes = 0
num_vias = 578
final_antenna_net_count = 0

[hold_path]
min_path_cells = 7
hp-start = data_a[6]
hold_path_class = in2out
min_to = a_lt_b

[job]
warnings = 34
drv_cap = 0

[pwr]
cellPowerDensity_nw_per_um2 = 205.2
totalPowerFinal_mw = 0.2010
leakage_nw = 0.4361
vdd_drop_max_mv = 0.08160

[grt]
grt_pass1_wl_um = 2760
grt_usage = 0.05057
antenna_found_initial = 0
grt_max_degree = 4
gr-total-overflow = 0
grt_pass1_vias = 628
[cell type report]
type	count	area, sq um
inverters	18	70.07
multi-input cells	43	590.6
repair buffers	40	261.5
well taps	46	57.56
fillers	373	2436
[worst max-delay path, stage by stage]
cell and delay [ns]:
buf_6 0.09, ha_4 0.25, nor2b_4 0.13, o211ai_2 0.08, a211oi_2 0.26, o2111ai_2 0.14, buf_4 0.16, a21oi_2 0.12
buf_2 0.10
[cells in the mapped netlist]
| library cell | number |
|---|---|
| a2111oi_2 | 1 |
| a211oi_2 | 1 |
| a21boi_0 | 1 |
| a21oi_1 | 7 |
| and2_1 | 1 |
| and4_1 | 1 |
| ha_1 | 16 |
| inv_1 | 18 |
| nand2_1 | 4 |
| nand4_1 | 3 |
| nor2b_1 | 1 |
| nor2b_2 | 1 |
| o2111ai_1 | 1 |
| o211ai_1 | 1 |
| o211ai_2 | 1 |
| o21ai_0 | 3 |
[metrics by stage]
| step | hold slack [ns] | setup WS (ns) |
|---|---|---|
| after detailed placement | 2.180 | -0.8112 |
| after global routing | 1.560 | -0.1962 |
| after CTS | 1.515 | -0.1330 |
| final | 1.516 | -0.1268 |
| after global placement | 2.166 | -0.8079 |
| after floorplan | 1.188 | 0.2315 |
[power breakdown]
group          switching (mW)  total [mW]  internal (mW)
Clock                       0           0              0
Combinational          0.0895       0.201          0.112
Sequential                  0           0              0
Total                  0.0895       0.201          0.112
[metal layers]
metal,part of all wire,track usage,vias up
met1,0.47,0.06987,261
met5,0,0,-
met4,0,0,0
met3,0.10,0.01818,0
met2,0.43,0.07785,23
li1,-,-,294
[timing repair]
item / in CTS / in global routing
gates resized: 145 / 11
buffers inserted: 4 / 1
cloned: 0 / 0
pin swaps: 32 / 15
hold buffers: 0 / 0
endpoints found under the setup margin: 3 / 3
[logic make-up after synthesis]
family	after synthesis	synth area share
buffers and inverters	18	0.1517
adders and majority gates	16	0.4494
AOI/OAI and AO/OA	16	0.2556
and+or+nand+nor	11	0.1433
[how the worst max path moves through the flow]
stage	start	to	slack (ns)	cells past startpoint
5_1_grt	data_b[5]	a_gt_b	-0.20	10
6_report	data_a[5]	a_gt_b	-0.13	9
4_1_cts	data_b[5]	a_gt_b	-0.13	10
